==> /design/flow/design.v <==
`timescale 1ns / 1ps
module dff #(
    parameter WIDTH = 32
) (
    input  wire             clk,
    input  wire [WIDTH-1:0] data_i,
    output wire [WIDTH-1:0] data_o
);
    reg [WIDTH-1:0] data;
    always @(posedge clk) begin
        data <= data_i;
    end
    assign data_o = data;
endmodule
==> /design/flow/run.sh <==
#!/bin/bash
# OpenROAD 26Q1-2900-gdf79404cd8, Yosys 0.63+post, stock flow scripts
make -C /OpenROAD-flow-scripts/flow DESIGN_CONFIG=/design/flow/config.mk WORK_HOME=/design/flow/orfs finish
==> /design/flow/config.mk <==
export PLATFORM = sky130hd
export DESIGN_NAME = dff
export DESIGN_NICKNAME = dff
export VERILOG_FILES = /design/flow/design.v
export SDC_FILE = /design/flow/constraint.sdc
export NUM_CORES = 4
export LEC_CHECK = 1
export CORE_AREA = 10 10 80 80
export DIE_AREA = 0 0 90 90
==> /design/flow/constraint.sdc <==
current_design dff

set clk_period 1.0
set clk_io_pct 0.2

create_clock -name clk0 -period $clk_period [get_ports {clk}]

set non_clock_inputs [all_inputs -no_clocks]
set_input_delay [expr $clk_period * $clk_io_pct] -clock clk0 $non_clock_inputs
set_output_delay [expr $clk_period * $clk_io_pct] -clock clk0 [all_outputs]
==> flow_summary.toml <==
# generated from flow reports
[run_status]
run_status = "completed"

[setup_path]
kind_of_launch_point_of_the_worst_setup_path = "flip-flop"
crit_chain = "clkdlybuf4s15_1"
worst-endpoint-required_ns = 0.80
timing.critical_path.max_delay_family = "flip-flops"
worst_ep_arrival_time_ns = 0.75
max_stage_delay_ns = 0.31
path_buffers = 1
critical_path_peak_fanout = 1
worst-setup-path-type = "flip-flop to output pin"
critPathCaptureType = "output pin"
slowest_stage = "dfxtp_2"

[detailed_routing]
ant_nets = 0
viasPerCell = 2.895
number_of_antenna_cells_inserted = 0
drtIter0Drc = 1
drt_drc_violations_left = 0
detail_route.wirelength_um = 2038
wire_per_inst_um = 11.92
dr.pass1.iters = 2
vias = 495

[placement]
place_inst = 163
gpl.final_weighted_congestion = 0.6394
portBuffers = 64

[worst_hold_path]
hold_path.class = "input port to flip-flop"

[pwr]
ir_drop_mv = 0.7292
leakage_nw = 0.5814
power_density_nw_per_um2 = 1802

[clock_tree]
postCtsSetupRepairBufs = 0
worst_setup_hold_path_clk_slew_ns = 0.06
cts.sink_count = 32
cts_hold_buf = 0
cts_buffer_depth = 2
clock-root-buffer = "clkbuf_8"
cts_buffers = 5
cts_tree = "built"
htreeDepth = 2

[cells_and_area]
largest_register_ff_count = 32
final_cell_count_no_fill = 171
area.combinational_um2 = 0
layout_top_registers = "data (32)"
regMostFlops = "data"
drive_above_1_share_pct = 28.85
comb_cells = 0
final_layout_top_logic_cells = "clkdlybuf4s50_1, dfxtp_1, clkdlybuf4s15_1, clkbuf_2, dfxtp_2"
lay_top_count = "clkdlybuf4s50_1"
synthToLayoutAreaGrowth_pct = 119.1

[die]
initial_standard_cell_utilization_of_the_core_pct = 13.56
die_h_um = 90
io-pin-count = 65
fp-row-count = 25
core_region_area_um2 = 4723
fp.dieW_um = 90
chip_area_um2 = 8100

[logic_synthesis]
yosys_area_um2 = 640.6
synth.yosys.warnings = 1
synth_flops = 32
synthesis.area_um2 = 640.6
synth_sequential_area_ratio_pct = 100.0
avgSynthCellArea_um2 = 20.02
synthCells = 32
synth-cells-yosys = 32
synth_cell_type_count = 1

[final_timing]
setup_repair_after_global_routing_missed_its_margin = "no"
final-setup-viol-count = 0
worst_slew_pin_slew_ns = 0.06128
finalMaxSlewViolations = 0
post-route-period-util_pct = 95.33
report.final.hold_viol_count = 0
timing.slew.headroom_pct = 95.91
fmaxAchievable_mhz = 1049
period_needed_ns = 0.9533
finalSetupTns_ns = 0

[job]
openroad.warnings = 25
max_cap_violations = 0

[global_route]
number_of_global_route_vias_before_repair = 553
grt_first_pass_wirelength_um = 3015
grt_util_all_layers_pct = 4.855
antenna_violations_before_repair = 0
grt_max_degree = 10
gr-total-overflow = 0
-- layer usage --
layer	part of all wire, %	global-route usage, %	wire [um]
met1	39	5.029	801
met2	34	6.053	694
met3	25	6.119	502
met4	1.9	0.7958	39
met5	0	0	0
-- repair_timing --
| action | in CTS | in global routing |
|---|---|---|
| hold endpoints to repair | 0 | 0 |
| gates resized | 67 | 21 |
| endpoints found under the setup margin | 32 | 17 |
-- path summary, 6_finish.rpt --
kind              from         endpoint  slack (ns)  depth (start not counted)
max   data[15]$_DFF_P_       data_o[15]        0.05                          1
min          data_i[3]  data[3]$_DFF_P_        0.36                          1
-- layout make-up --
| type | count | area (um2) |
|---|---|---|
| Fill cell | 481 | 3319 |
| Sequential cell | 32 | 654.4 |
| Clock buffer | 8 | 90.09 |
| Timing Repair Buffer | 64 | 575.6 |
| Tap cell | 67 | 83.83 |
-- Yosys cell counts --
cell,number,area share [%]
dfxtp_1,32,100
-- stage by stage --
stage / hold slack (ns) / setup slack, ns / total power, mW / utilization, % / instance area [um2]
floorplan: 0.2277 / 0.5385 / 1.370 / - / 640.6
global placement: 0.6504 / 0.02898 / 1.631 / 28.90 / 1365
detailed placement: 0.6517 / 0.03078 / 1.633 / 28.90 / 1365
CTS: 0.3414 / 0.01069 / 2.608 / 30.89 / 1459
global route: 0.3320 / 0.0008667 / 2.684 / 29.72 / 1404
finish: 0.3592 / 0.04674 / 2.530 / 29.72 / 1404
-- power breakdown --
group | internal (mW) | total (mW) | switching (mW)
clock | 0.560 | 0.971 | 0.411
sequential | 1.35 | 1.36 | 0.0159
combinational | 0.169 | 0.194 | 0.0255
total | 2.08 | 2.53 | 0.453
-- logic make-up (layout without fill, tap and decap cells) --
group	Yosys count	after routing	share of synthesized area [%]
buf+inv	0	72	0
flops	32	32	100.0
Power is estimated from default activity; no workload was simulated.
